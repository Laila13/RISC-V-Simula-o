==> design.v <==
module reg_file (input wire clk, RegWrite, input wire [4:0] rs1_addr, rs2_addr, rd_addr, input wire [31:0] rd_data, output wire [31:0] rs1_data, rs2_data);
    reg [31:0] registers [0:31];
    integer i;
    initial for (i=0; i<32; i=i+1) registers[i] = 32'b0;
    always @(posedge clk) if (RegWrite && (rd_addr != 0)) registers[rd_addr] <= rd_data;
    assign rs1_data = (rs1_addr == 0) ? 32'b0 : registers[rs1_addr];
    assign rs2_data = (rs2_addr == 0) ? 32'b0 : registers[rs2_addr];
    task print_registers;
        begin
            $display("\n--- Estado Final dos Registradores ---");
            for (i=0; i<32; i=i+1) $display("Register[%2d]: %d", i, registers[i]);
            $display("--------------------------------------\n");
        end
    endtask
endmodule
==> run.sh <==
#!/bin/bash
# OpenROAD 26Q1-2900-gdf79404cd8, Yosys 0.63+post, stock flow scripts
make -C /OpenROAD-flow-scripts/flow DESIGN_CONFIG=/design/flow/config.mk WORK_HOME=/design/flow/orfs finish
==> config.mk <==
export PLATFORM = sky130hd
export DESIGN_NAME = reg_file
export DESIGN_NICKNAME = reg_file
export VERILOG_FILES = /design/flow/design.v
export SDC_FILE = /design/flow/constraint.sdc
export NUM_CORES = 4
export LEC_CHECK = 1
export CORE_UTILIZATION = 50
==> constraint.sdc <==
current_design reg_file

set clk_period 9.8
set clk_io_pct 0.2

create_clock -name clk0 -period $clk_period [get_ports {clk}]

set non_clock_inputs [all_inputs -no_clocks]
set_input_delay [expr $clk_period * $clk_io_pct] -clock clk0 $non_clock_inputs
set_output_delay [expr $clk_period * $clk_io_pct] -clock clk0 [all_outputs]
==> summary.txt <==
On the backend side, the flow ran end to end.

The run finished with clean final reports. After filler insertion, the fill cell instance count of the layout stands at around 6900. Per the OpenROAD power report, leakage power amounts to 17.7 nW. The worst hold path was traced through 2 stages. Warnings raised by the tools during the run amount to 26.

The largest net degree at the start of global routing stands at 93. STA puts the critical path data arrival time at 5.65 ns. Per the detail_route report, routed wire per instance is 37.5 µm. The share of synthesized area occupied by flip-flops and latches stands at 64.2%. The peak per-stage delay on the critical path stands at 0.75 ns. The share of final-layout standard cells stronger than drive strength 1 stands at between 20% and 30%. The area growth from synthesis to layout stands at 13.3%. The synthesis report names the predominant flop master as sky130_fd_sc_hd__edfxtp_1. STA classifies the critical path startpoint as an input pin. The post-cts hold-fix buffer tally stands at 0. The minimum clock period stands at 7.61 ns. TritonCTS built the clock tree. The height of the die stands at 312 µm.

The path length in cells of the critical path stands at 7. The chip area from the yosys synthesis statistics stands at 47900 µm². The number of iterations in the first detailed-routing pass stands at 5. The number of H-tree levels stands at 3. Per the timing report, the achievable frequency comes out to 0.131 GHz. The largest fanout on the critical path stands at between 40 and 50.

The report lists the number of cells resized after CTS as 0. Global routing used 35.8% of the available tracks across all layers. In this run the core area contains 113 standard-cell rows. The synthesized cell area stands at 47900 µm². The flop and latch count out of synthesis stands at 1024. The registers reported with the highest flop counts are registers: 1024 flops. The synthesized instance count stands at roughly 2600. The CTS sink count stands at between 1000 and 1500. The critical path is of the input pin to output pin type. Ranked by flip-flop count, first place goes to registers.

The worst relative slew slack stands at 31.6%. Looking at area per cell type in the netlist, the leader is sky130_fd_sc_hd__edfxtp_1. Excluding fillers, the count of instances in the completed layout stands at roughly 4100.

Endpoints failing hold in the final report were tallied at 0. In the CTS report, the clock slew at the register clock pins of the worst setup and hold paths is listed as 0.06 ns. The number of global-route vias before repair is roughly 31000. The number of max-capacitance violations reported stands at 0. Across the VDD grid, the largest voltage drop is 138 µV. The final-report setup violation count stands at 0. The count of final max-slew check failures stands at 0. Yosys mapped a number of flops with a built-in enable equal to 1024.

Pin placement for this block handled 113 I/O pins. The floorplan-stage core utilization stands at between 50% and 60%. The number of cells after detailed placement stands at 3882.

The number of design-rule violations left by the first detailed-router iteration stands at 1892. Of the post-synthesis cell area, the dominant cell type holds 64.2%. The kind of cell with the highest combined delay along the critical path is buffers and inverters.

The total DRC errors in the routed layout stands at 0. The width of the die stands at 312 µm. The register with the most flip-flops in the layout has just over 1000 of them. Summed over all failing endpoints, the final setup total negative slack is 0 ns. The number of buffers and inverters on the critical path stands at 3.

In this run the full chip footprint comes out at 97100 µm². The number of different library cells in the post-synthesis netlist stands at 39. The tally of buffers added on design ports stands at 112. Yosys stat counts 2564 cells in the synthesized netlist.

After clock tree synthesis, the setup repair step added 0 buffers. The required time at the worst endpoint is listed as 7.84 ns. The per-cell via count in the routed design stands at 6.86. In this run, CTS created clock tree buffers numbering roughly 110. The global-route wire length before repair stands at 218000 µm.

The via count stands at 28038. The worst setup path is captured at an output pin. The area occupied by multi-input gates stands at 16400 µm².

In this run the worst hold path is classified as input pin to register. The part of the cycle the worst path needs stands at 77.7%. The report lists the power per cell area as 180 nW/µm².

The worst hold margin stands at 2.09 ns. For reference, the top cells by area after synthesis are sky130_fd_sc_hd__edfxtp_1 64%, sky130_fd_sc_hd__mux4_2 15%, sky130_fd_sc_hd__mux2i_1 6.7%. The transition time of the tightest slew-check pin stands at 1.02 ns. The average instance in the mapped netlist occupies roughly 19 µm². The number of nets still failing antenna checks after routing stands at 0. The post-detailed-routing wire length stands at 153000 µm.

The share of flip-flops with an asynchronous set or reset stands at 0%. For this run, the number of Yosys warnings is 1. Overall power consumption after layout is estimated at 9.77 mW.

The final weighted congestion in routability-driven placement stands at about 0.90. The initial antenna violation count stands at 3. After legalization and detailed placement, the total HPWL measured 86300 µm. Per the CTS log, the root buffer master is sky130_fd_sc_hd__clkbuf_16. The largest individual stage delay along the critical path comes from the cell sky130_fd_sc_hd__a211oi_1.

Per STA, the worst path is made up of buf_6 -> buf_4 -> nand3b_1 -> o221ai_1 -> a21oi_1 -> a211oi_1 -> clkdlybuf4s50_1. The sequential cell area stands at 30700 µm². According to the floorplan report, the placeable core area is 95000 µm².

The aggregate global routing overflow stands at 0. The longest clock path from root to sink contains 3 buffers. Setup repair after global routing left no endpoint under its margin.
final timing paths:
kind	start	slack (ns)	end
setup / recovery	rs2_addr[1]	2.19	rs2_data[0]
hold / removal	rd_data[21]	2.09	registers[13][21]$_DFFE_PP_
layout by cell type, fill, tap and decap left out, drive strengths merged:
cell type,instances
nand3,2
clkdlybuf4s50,102
clkbuf,134
a21oi,32
a221oi,54
o2111ai,10
mux4,352
buf,135
or3,2
a22oi,64
diode,2
bufinv,9
nor2,37
clkinvlp,3
nand2,85
o221ai,64
conb,32
a211oi,64
o21ai,54
inv,6
nand4,32
nand3b,6
clkinv,53
or3b,5
and2,2
mux2i,320
nand2b,1
edfxtp,1024
nor2b,37
or4,1
a311oi,32
mux2,64
and3,1
or2,1
layout make-up:
type	count	share of cell area, %
antenna	2	0.00922
clock buffer	134	5.24
clock inverter	69	1.06
inverter	2	0.0161
multi-input combinational	1354	30.2
sequential	1024	56.7
tap	1265	2.92
timing repair buffer	237	3.90
metrics by stage:
stage	setup WS, ns	utilization, %	area, µm²
after CTS	2.30	57.1	54300
final	2.19	57.1	54300
after floorplan	4.47	-	48000
after global placement	2.29	53.5	50900
after global routing	2.14	57.1	54300
after detailed placement	2.30	53.5	50900
power breakdown:
| group | switching, mW | internal, mW |
|---|---|---|
| sequential | 0.0265 | 4.89 |
| combinational | 0.512 | 0.372 |
| clock | 1.69 | 2.29 |
| total | 2.22 | 7.54 |
logic make-up (layout without fill, tap and decap cells):
| kind of cell | count (synthesis) | count (layout) | synth area share, % |
|---|---|---|---|
| mux | 736 | 736 | 25.0 |
| compound gates | 374 | 374 | 6.15 |
| buf+inv | 217 | 442 | 2.44 |
| simple gates | 212 | 212 | 2.18 |
| flops | 1024 | 1024 | 64.2 |
| other cells | 1 | 34 | 0.00783 |
metal layers:
layer | GRT usage, % | vias up | share of wire [%]
met3 | 30.4 | 319 | 20
met2 | 49.7 | 2324 | 46
li1 | - | 11381 | -
met5 | 5.14 | - | 0.45
met1 | 42.8 | 13992 | 30
met4 | 9.83 | 22 | 3.6
cells in the mapped netlist, types with 2 or more instances:
library cell	count
sky130_fd_sc_hd__mux4_1	36
sky130_fd_sc_hd__o21ai_1	4
sky130_fd_sc_hd__nor2_1	36
sky130_fd_sc_hd__buf_4	53
sky130_fd_sc_hd__inv_1	2
sky130_fd_sc_hd__a221oi_1	38
sky130_fd_sc_hd__a21oi_1	32
sky130_fd_sc_hd__o221ai_1	64
sky130_fd_sc_hd__nand2_1	85
sky130_fd_sc_hd__a211oi_1	53
sky130_fd_sc_hd__or3b_2	5
sky130_fd_sc_hd__buf_2	50
sky130_fd_sc_hd__edfxtp_1	1024
sky130_fd_sc_hd__o21ai_0	50
sky130_fd_sc_hd__buf_6	12
sky130_fd_sc_hd__nor2b_1	37
sky130_fd_sc_hd__nand3_1	2
sky130_fd_sc_hd__clkbuf_1	98
sky130_fd_sc_hd__or3_1	2
sky130_fd_sc_hd__a221oi_2	16
sky130_fd_sc_hd__mux2i_1	320
sky130_fd_sc_hd__mux2_2	64
sky130_fd_sc_hd__nand3b_1	6
sky130_fd_sc_hd__a211oi_2	11
sky130_fd_sc_hd__a22oi_1	64
sky130_fd_sc_hd__nand4_1	32
sky130_fd_sc_hd__mux4_2	316
sky130_fd_sc_hd__a311oi_1	32
sky130_fd_sc_hd__o2111ai_1	10
No activity file was given, so power comes from the tool's default toggle rates.
