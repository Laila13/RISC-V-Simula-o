==> design/flow/design.v <==
module data_memory_byte (
    input wire clk, MemWrite, MemRead,
    input wire [31:0] address, write_data,
    output reg [31:0] read_data
);
    reg [7:0] memory [1023:0];
    integer i;
    initial for (i=0; i<1024; i=i+1) memory[i] = 8'b0;
    always @(posedge clk) if (MemWrite) memory[address] <= write_data[7:0];
    always @(*) begin
        if (MemRead) read_data = {{24{memory[address][7]}}, memory[address]};
        else read_data = 32'hxxxxxxxx;
    end
endmodule
==> design/flow/run.sh <==
#!/bin/bash
# OpenROAD 26Q1-2900-gdf79404cd8, Yosys 0.63+post, stock flow scripts
make -C /OpenROAD-flow-scripts/flow DESIGN_CONFIG=/design/flow/config.mk WORK_HOME=/design/flow/orfs finish
==> design/flow/config.mk <==
export PLATFORM = sky130hd
export DESIGN_NAME = data_memory_byte
export DESIGN_NICKNAME = data_memory_byte
export VERILOG_FILES = /design/flow/design.v
export SDC_FILE = /design/flow/constraint.sdc
export NUM_CORES = 4
export LEC_CHECK = 1
export CORE_UTILIZATION = 30
export SYNTH_MEMORY_MAX_BITS = 65536
==> design/flow/constraint.sdc <==
current_design data_memory_byte

set clk_period 42.8
set clk_io_pct 0.2

create_clock -name clk0 -period $clk_period [get_ports {clk}]

set non_clock_inputs [all_inputs -no_clocks]
set_input_delay [expr $clk_period * $clk_io_pct] -clock clk0 $non_clock_inputs
set_output_delay [expr $clk_period * $clk_io_pct] -clock clk0 [all_outputs]
==> impl_metrics.json <==
{
  "outcome": "finished clean",
  "worst_slew_margin_rel_pct": 18.9,
  "timing.fmax_mhz": 38.8,
  "drt-total-wl_microns": 879000,
  "ys_top_cells_by_area": "sky130_fd_sc_hd__edfxtp_1 78%, sky130_fd_sc_hd__mux2i_1 8.5%, sky130_fd_sc_hd__mux4_2 5.3%",
  "timing.setup.critical_path_class": "input port to primary output",
  "rsz0062_at_grt": "false",
  "layout_top_cell_excl_fill_tap": "sky130_fd_sc_hd__edfxtp_1",
  "gp_congestion": 0.875,
  "synth.yosys.seq_area_share_pct": 77.8,
  "cp.arrival_ns": 17.20,
  "clockBufferDepth": 4,
  "syn_to_final_growth_pct": 14.0,
  "die-width_microns": 1030,
  "share_seq_of_total_power_pct": 53.9,
  "clkPwrFrac_pct": 41.6,
  "top_area_share_pct": 77.8,
  "cts-htree-levels": 6,
  "worst-endpoint-required_ns": 34.24,
  "synth_warnings": 1,
  "p_per_area_mw_per_mm2": 45.5,
  "post_synth_num_cell_types": 58,
  "clock-sinks": 8192,
  "worst_hold_slack_ns": 7.79,
  "antenna_found_initial": 73,
  "route.detailed.vias_per_inst": 5.03,
  "setup.worst_path.start_class": "input port",
  "grt_pass1_wl_microns": 1240000,
  "synthesis.area_sq_mm": 0.316,
  "num_vias": 159919,
  "part_of_the_cycle_the_worst_path_needs_pct": 60.2,
  "syn_avg_cell_area_sq_um": 19.0,
  "warnings": 89,
  "cts-root-buf": "sky130_fd_sc_hd__clkbuf_16",
  "final_core_utilization_pct": 34.3,
  "grt.overflow.total": 0,
  "ys_ff": 8192,
  "synthDominantAreaCellType": "sky130_fd_sc_hd__edfxtp_1",
  "worstHoldStart": "write_data[7]",
  "final_instance_count_excl_fillers": 31816,
  "largest_reg_flops": 8192,
  "num-fill-cells": 96344,
  "detailedPlacementHpwl_microns": 538000,
  "holdPathEnd": "memory[768][7]$_DFFE_PP_",
  "minimum_clock_period_ns": 25.76,
  "yosys-stat-cells": 16680,
  "final_cell_mix": "8192 x sky130_fd_sc_hd__edfxtp_1, 2684 x sky130_fd_sc_hd__mux2i_1, 1376 x sky130_fd_sc_hd__nor2_1",
  "flop_area_sq_mm": 0.246,
  "chipHeight_microns": 1030,
  "io_pins": 99,
  "final_layout_size_suffix_gt1_share_pct": 14.5,
  "ys_area_sq_mm": 0.316,
  "grt_pass1_vias": 169138,
  "ant_nets": 0,
  "avgRoutedWirePerCell_microns": 27.6,
  "drc_errors": 0,
  "largest_registers": "memory (8192)",
  "rows": 376,
  "setup-tns-final_ns": 0,
  "multi_input_comb_area_sq_mm": 0.0656,
  "ctsHoldBuffers": 0,
  "grt_start_max_net_pins": 131,
  "port_buffers": 51,
  "post_cts_resize_count": 0,
  "switching_power_mw": 3.53,
  "worst-path-max-fanout": 66,
  "internal_power_mw": 12.9,
  "drv_cap": 0,
  "post-cts-setup-buffers": 0,
  "total_leakage_power_nw": 115,
  "enable_flop_cells": 8192,
  "worst_setup_path_end_kind": "primary output",
  "power.ir.vdd_worst_uv": 47.9,
  "global_route.usage.total_pct": 17.4,
  "logic_gate_share_of_total_power_pct": 4.5,
  "min_path_type": "input port to flop",
  "cts_tree": "yes",
  "hold_path_depth": 1,
  "core_util_at_fp_pct": 30.1,
  "timing.final.hold_violations": 0,
  "initialDrtViolationCount": 10814,
  "core_sq_mm": 1.05,
  "detailedRoute.firstPassIterationCount": 8,
  "cell_count_after_synthesis": 16680,
  "ys_dominant_reg_cell": "sky130_fd_sc_hd__edfxtp_1",
  "max_slew.worst_pin.slew_ns": 1.21,
  "switching_share_pct": 21.5,
  "synth-async-reset-ratio_pct": 0,
  "clk_pin_slew_worst_paths_ns": 0.05,
  "timing.final.max_slew_violations": 0,
  "number_of_buffers_inserted_during_clock_tree_synthesis": 812,
  "top_register": "memory",
  "die_area_sq_mm": 1.06,
  "place.detailed.instances": 30252,
  "setup-violations-final": 0
}
[final cells by class]
| type | count | area share (%) |
|---|---|---|
| clock inverter | 448 | 1.17 |
| antenna | 98 | 0.0680 |
| timing repair buffer | 690 | 1.58 |
| sequential | 8192 | 68.2 |
| clock buffer | 1018 | 5.88 |
| multi-input combinational | 7381 | 18.2 |
| tap | 13986 | 4.85 |
| inverter | 3 | 0.00590 |
[worst max-delay path: stages]
cell,delay (ns)
sky130_fd_sc_hd__buf_16,0.26
sky130_fd_sc_hd__buf_4,0.55
sky130_fd_sc_hd__buf_4,0.55
sky130_fd_sc_hd__buf_4,0.62
sky130_fd_sc_hd__buf_4,0.66
sky130_fd_sc_hd__buf_4,0.67
sky130_fd_sc_hd__buf_4,0.68
sky130_fd_sc_hd__buf_12,0.46
sky130_fd_sc_hd__mux2i_1,0.26
sky130_fd_sc_hd__o22ai_1,0.13
sky130_fd_sc_hd__nor4_1,0.70
sky130_fd_sc_hd__o2111ai_1,0.39
sky130_fd_sc_hd__nor3_1,0.45
sky130_fd_sc_hd__nor4_2,0.09
sky130_fd_sc_hd__buf_4,0.20
sky130_fd_sc_hd__a2111oi_4,0.27
sky130_fd_sc_hd__buf_4,0.27
sky130_fd_sc_hd__nand4_1,0.41
sky130_fd_sc_hd__clkdlybuf4s50_1,0.55
[cells in the mapped netlist (10+ instances only)]
library cell                   n
sky130_fd_sc_hd__nor4_1      195
sky130_fd_sc_hd__mux4_2      748
sky130_fd_sc_hd__or4_1        30
sky130_fd_sc_hd__a21oi_1      75
sky130_fd_sc_hd__a311oi_1     10
sky130_fd_sc_hd__nand2b_1     15
sky130_fd_sc_hd__clkbuf_1    459
sky130_fd_sc_hd__o21ai_0     127
sky130_fd_sc_hd__o31ai_1      19
sky130_fd_sc_hd__nand3_1      23
sky130_fd_sc_hd__edfxtp_1   8192
sky130_fd_sc_hd__a31oi_1      34
sky130_fd_sc_hd__mux2_2       15
sky130_fd_sc_hd__o22a_1       12
sky130_fd_sc_hd__o22ai_1    1098
sky130_fd_sc_hd__a22oi_1     145
sky130_fd_sc_hd__buf_2       444
sky130_fd_sc_hd__o211ai_1     67
sky130_fd_sc_hd__nand2_1     231
sky130_fd_sc_hd__nor3_1      174
sky130_fd_sc_hd__buf_4       148
sky130_fd_sc_hd__mux2i_1    2684
sky130_fd_sc_hd__a211oi_1     51
sky130_fd_sc_hd__a2111oi_0    13
sky130_fd_sc_hd__a22o_1       28
sky130_fd_sc_hd__a211o_1      13
sky130_fd_sc_hd__nor2_1     1384
sky130_fd_sc_hd__buf_1        49
sky130_fd_sc_hd__nand4_1      15
sky130_fd_sc_hd__o2111ai_1   106
[cells by family after synthesis]
| logic type | synth area share [%] |
|---|---|
| AND-OR/OR-AND | 3.79 |
| multiplexers | 13.9 |
| flip-flops | 77.8 |
| buffers and inverters | 1.67 |
| AND/OR/NAND/NOR | 2.87 |
[routing by layer]
layer  vias to the layer above  wire length [microns]  GRT usage, %
met3                      1715                 161000          14.8
li1                      68753                      -             -
met1                     80489                 280000          18.6
met4                       174                  38000          6.01
met5                         -                   3210          2.04
met2                      8788                 395000          25.3
[metrics by stage]
| stage | setup slack, ns | area [sq um] | power [mW] |
|---|---|---|---|
| 5_1_grt | 16.76 | 360000 | 16.8 |
| 3_3_place_gp | 16.96 | 335000 | 9.74 |
| 6_report | 17.04 | 360000 | 16.4 |
| 2_1_floorplan | 22.43 | 316000 | 9.37 |
| 4_1_cts | 16.92 | 360000 | 16.5 |
| 3_5_place_dp | 16.93 | 335000 | 9.74 |
[worst max-delay path by stage]
stage	start	endpoint	slack (ns)
after global routing	address[1]	read_data[0]	16.76
after CTS	address[1]	read_data[4]	16.92
final	address[1]	read_data[4]	17.04
[power groups by stage]
stage	Clock (mW)	Sequential [mW]	Combinational, mW
6_report	6.81	8.83	0.743
4_1_cts	6.91	8.83	0.746
5_1_grt	7.20	8.83	0.789
Power and IR drop assume default switching activity.
